===== run.sh =====
#!/bin/bash
# OpenROAD 26Q1-2900-gdf79404cd8, Yosys 0.63+post, stock flow scripts
make -C /OpenROAD-flow-scripts/flow DESIGN_CONFIG=/design/flow/config.mk WORK_HOME=/design/flow/orfs finish

===== config.mk =====
export PLATFORM = sky130hd
export DESIGN_NAME = dualport
export DESIGN_NICKNAME = dualport
export VERILOG_FILES = /design/flow/design.v
export SDC_FILE = /design/flow/constraint.sdc
export NUM_CORES = 4
export LEC_CHECK = 1
export CORE_UTILIZATION = 40
export SYNTH_MEMORY_MAX_BITS = 65536

===== constraint.sdc =====
current_design dualport

set clk_period 63.7
set clk_io_pct 0.2

create_clock -name clk0 -period $clk_period [get_ports {clk}]

set non_clock_inputs [all_inputs -no_clocks]
set_input_delay [expr $clk_period * $clk_io_pct] -clock clk0 $non_clock_inputs
set_output_delay [expr $clk_period * $clk_io_pct] -clock clk0 [all_outputs]

===== design.v =====
`timescale 1ns/1ps
module dualport #(
    parameter RAM_WIDTH = 16,
    parameter RAM_DEPTH = 1024,
    parameter LOG_DEPTH = 10
)
(
    input clk,
    input wr_en_a,
    input rd_en_b,
    input [LOG_DEPTH-1:0] addra,
    input [LOG_DEPTH-1:0] addrb,
    input [RAM_WIDTH-1:0] dina,
    output reg [RAM_WIDTH-1:0] doutb
);
    reg [RAM_WIDTH-1:0] BRAM [RAM_DEPTH-1:0];
    initial begin
        for(integer i = 0; i < RAM_DEPTH; i = i + 1) begin
            BRAM[i] = 0;
        end
        doutb = 0;
    end
    always @(posedge clk) begin
        if (wr_en_a) begin
            BRAM[addra] <= dina;
        end
        if (rd_en_b) begin
            if (wr_en_a && (addra == addrb)) begin
                doutb <= doutb;
            end else begin
                doutb <= BRAM[addrb];
            end
        end
    end
endmodule

==> ci_impl_report.md <==
### Yosys + OpenROAD results

| Metric | Value |
|---|---|
| Outcome | `finished with violations` |
| Failing checks | `capacitance limit, slew limit` |
| Max-slew headroom | `-0.126` |
| Most Crowded Layer GR | `met2` |
| CP cell instances | `buf_16, buf_4, buf_4, buf_4, buf_4, buf_4, buf_4, buf_4, buf_4, mux2i_1, o221ai_1, a21oi_1, o21ai_0, buf_4, nand4_1, o21ai_1, nand3_1, nand4_1` |
| Leakage | `227 nW` |
| Setup Crit Path Kind | `in -> reg` |
| Critical Path Stages | `18` |
| Final setup violation count | `0` |
| Post-CTS Hold Buffers | `0` |
| Core area | `1580000 sq um` |
| Late-Pin Clk Latency | `1.45 ns` |
| Row count | `461` |
| Reg2reg path depth | `9` |
| Top cells excl fill/tap | `16400 x edfxtp_1, 3619 x mux4_2, 2491 x buf_4` |
| Total tool warning count | `57` |
| Hold Crit Class | `reg -> reg` |
| Final cycle utilization of the critical path | `0.324` |
| Register area share after synthesis | `0.778` |
| Iteration-0 DRC count of the detailed router | `24700` |
| Worst EP arrival | `21.94 ns` |
| H-tree levels | `7` |
| Final Non-Filler Cells | `54200` |
| Slowest-stage cell, CP | `o21ai_1` |
| RSZ-0062 raised after global routing | `false` |
| Drt pass-1 iters | `8` |
| Yosys warns | `1` |
| Die W | `1.26 mm` |
| Crit path launch type | `primary input` |
| DRC | `0` |
| CP Buf/Inv Count | `10` |
| Period minus WS final | `20.67 ns` |
| Hold Vio Cnt, Final | `0` |
| EDFF count, synth | `16400` |
| Met3 Usage GRT | `0.293` |
| Mean Syn Cell Area | `21.9 sq um` |
| Met2 usage | `0.386` |
| Critical path's most frequent cell | `buf_4` |
| Clock Skew | `0.156 ns` |
| Max VDD drop | `0.0258 mV` |
| TritonCTS Buffers | `1699` |
| Prevailing post-synth register cell | `edfxtp_1` |
| Die height | `1.26 mm` |
| Post-CTS Resized | `0` |
| Vias/cell | `5.89` |
| Async set-reset flop share out of synthesis | `0` |
| Area grow syn2layout | `14.5%` |
| Post-DRT Antenna Nets | `0` |
| Initial antenna violation count | `269` |
| CTS tree | `done` |
| Clock buffer depth | `6` |
| CTS clk-pin slew, worst paths | `0.06 ns` |
| Util after Layout | `0.460` |
| Worst endpoint required time | `64.98 ns` |
| Post-synthesis cell count | `28900` |
| Vias | `319000` |
| Final Max Slew Viols | `13` |
| Vias in the first global route | `346000` |
| Most used logic cell in the final layout | `edfxtp_1` |
| Layout cell share with drive strength beyond 1 | `0.287` |
| GP Congestion | `0.949` |
| Grt ovf | `0` |
| Largest net degree at the start of global routing | `125` |
| Post-synthesis chip area from yosys | `633000 sq um` |
| Clock sinks | `16400` |
| PortBufs | `54` |
| Synthesized cell area | `633000 sq um` |
| Hold depth | `4` |
| Crit path max-delay family | `buffers and inverters` |
| First-pass GRT wire length | `2820 mm` |
| Design Power | `0.0226 W` |
| Fmax | `48.4 MHz` |
| Layout fillers | `127000` |
| Registers, synthesis | `16400` |
| WL final | `2070 mm` |
| Grt met1 use | `0.269` |
| Max-Cap Viols | `4` |
| Io pins | `55` |
| Routed wire per std cell | `38.3 microns` |
| Setup repair bufs after CTS | `0` |
| Cell count listed in synth_stat.txt | `28900` |
| Comb area | `132000 sq um` |
| Total Routing Usage GR | `0.288` |
| Slowest stage delay, CP | `1.03 ns` |
| Setup_tns | `0 ns` |
| CTS root buf | `clkbuf_16` |
| Floorplan core density | `0.401` |
| Die area | `1590000 sq um` |
| Dpl hpwl | `1330 mm` |
| PwrDens | `31.2 nW/um^2` |
| Placed insts | `50700` |
| Cell Type Count | `90` |
| CP Capture Type | `flop` |
| CP max FO | `62` |
| Tightest Pin Transition | `1.69 ns` |
| Seq. cell area | `492000 sq um` |
metrics by stage:
stage	hold WS, ns	area, sq um	setup WS (ns)
2_1_floorplan	0.894	633000	48.00
3_3_place_gp	1.28	671000	41.49
3_5_place_dp	1.28	671000	41.52
4_1_cts	1.32	723000	42.96
5_1_grt	1.34	724000	42.68
6_report	1.31	724000	43.03
final cells by class:
class | count | area share
Clock inverter | 940 | 0.0109
Sequential cell | 16400 | 0.680
Timing Repair Buffer | 2593 | 0.0281
Tap cell | 21100 | 0.0364
Inverter | 8 | 0.0000984
Multi-Input combinational cell | 10700 | 0.182
Clock buffer | 2052 | 0.0611
Antenna cell | 459 | 0.00159
registers in the layout, indices dropped and copies added (netlist names):
name,cells
BRAM,16384
doutb,16
worst register-to-register path, delay by kind of cell (launching register included):
family | cells | cell delay, ns
and+or+nand+nor | 3 | 1.47
muxes | 1 | 0.07
AOI/OAI and AO/OA | 4 | 2.68
buffers and inverters | 1 | 0.43
DFF | 1 | 0.32
cells by family after synthesis:
group,count (synthesis),synth area share
flip-flops,16400,0.778
multiplexers,5321,0.156
AND/OR/NAND/NOR,2767,0.0189
AND-OR/OR-AND,2568,0.0280
buffers and inverters,1802,0.0185
XOR/XNOR,10,0.000138
per-layer routing:
metal | vias to the layer above | routed length, microns
li1 | 128000 | -
met1 | 160000 | 537000
met2 | 26200 | 914000
met3 | 4488 | 480000
met4 | 331 | 130000
met5 | - | 13100
final timing paths:
kind	start	to	slack [ns]
max	addrb[0]	doutb[0]$_DFFE_PP_	43.03
min	BRAM[760][10]$_DFFE_PP_	doutb[10]$_DFFE_PP_	1.31
max reg2reg	BRAM[861][15]$_DFFE_PP_	doutb[15]$_DFFE_PP_	58.66
min reg2reg	BRAM[760][10]$_DFFE_PP_	doutb[10]$_DFFE_PP_	1.31
report_power, final:
group	leakage [nW]	internal (W)	switching, W
clock network	25.6	0.00543	0.00405
logic	54.6	0.000370	0.000877
registers	147	0.0119	0.00000721
total	227	0.0177	0.00494
cells in the mapped netlist, types with 18 or more instances:
cell,number,area [sq um]
nand4_1,63,394
mux4_1,18,473
a211oi_1,62,465
o221ai_1,442,3870
nand2b_1,19,119
nor3_1,186,931
o21ai_0,243,1220
a32oi_1,38,333
a21oi_1,495,2480
and2_1,44,275
a31oi_1,112,701
or4_1,19,143
o22ai_1,489,3060
clkbuf_1,584,2190
nor4_1,64,400
and3_1,49,307
nand2_1,736,2760
a311o_1,22,220
a22o_1,33,289
mux4_2,3619,81500
a221oi_1,58,508
buf_8,72,1080
a22oi_1,281,2110
nand3_1,249,1250
buf_4,202,1520
a2111oi_0,19,166
o21a_1,26,195
edfxtp_1,16400,492000
o31ai_1,20,150
a311oi_1,22,193
o211ai_1,52,390
nor2b_1,32,200
buf_6,294,3310
buf_12,30,601
buf_1,155,582
buf_2,443,2220
mux2i_1,1626,16300
nor2_1,1236,4640
mux2_2,58,653
Power and IR drop assume default switching activity.
