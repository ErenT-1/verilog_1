==> ./run.sh <==
#!/bin/bash
# OpenROAD 26Q1-2900-gdf79404cd8, Yosys 0.63+post, stock flow scripts
make -C /OpenROAD-flow-scripts/flow DESIGN_CONFIG=/design/flow/config.mk WORK_HOME=/design/flow/orfs finish
==> ./constraint.sdc <==
current_design synch_fifo

set clk_period 68.9
set clk_io_pct 0.2

create_clock -name clk0 -period $clk_period [get_ports {clk}]

set non_clock_inputs [all_inputs -no_clocks]
set_input_delay [expr $clk_period * $clk_io_pct] -clock clk0 $non_clock_inputs
set_output_delay [expr $clk_period * $clk_io_pct] -clock clk0 [all_outputs]
==> ./config.mk <==
export PLATFORM = sky130hd
export DESIGN_NAME = synch_fifo
export DESIGN_NICKNAME = synch_fifo
export VERILOG_FILES = /design/flow/design.v
export SDC_FILE = /design/flow/constraint.sdc
export NUM_CORES = 4
export LEC_CHECK = 1
export CORE_UTILIZATION = 50
==> ./design.v <==
`timescale 1ns/1ps
module synch_fifo #(
    parameter RAM_WIDTH = 16,
    parameter RAM_DEPTH = 1024,
    parameter LOG_DEPTH = 10
)(
    input clk,
    input rst_n,    
    input wr_en,    
    input rd_en,    
    input [RAM_WIDTH-1:0] din,
    output reg [RAM_WIDTH-1:0] dout,
    output reg empty,
    output reg full
);
    reg [RAM_WIDTH-1:0] BRAM [0:RAM_DEPTH-1];
    reg [LOG_DEPTH-1:0] wr_ptr = 0;
    reg [LOG_DEPTH-1:0] rd_ptr = 0;
    initial begin
        for (integer i = 0; i < RAM_DEPTH; i = i + 1) begin
            BRAM[i] = 0;
        end
        dout = 0;
    end
    always @(posedge clk or negedge rst_n) begin
        if (~rst_n) begin
            wr_ptr <= 0;
            rd_ptr <= 0;
            empty <= 1;
            full <= 0;
        end else begin
            if (wr_en && !full) begin
                BRAM[wr_ptr] <= din;
                wr_ptr <= (wr_ptr + 1) % RAM_DEPTH;
            end
            if (rd_en && !empty) begin
                dout <= BRAM[rd_ptr];
                rd_ptr <= (rd_ptr + 1) % RAM_DEPTH;
            end
            empty <= (rd_ptr == wr_ptr);
            full <= (rd_ptr == ((wr_ptr + 1) % RAM_DEPTH));
        end
    end
endmodule
==> flow_metrics.tcl <==
# metrics dict for downstream scripts
set metrics [dict create \
    synth-main-ff-cell "edfxtp_1" \
    grt.total_usage 1.218 \
    status "aborted with a tool error" \
    synth_flops 16422 \
    topCellsByArea "edfxtp_1, a22oi_1, nand4_1" \
    largest_area_cell "edfxtp_1" \
    cts_root_buffer "clkbuf_16" \
    cts_hold_buf 0 \
    syn_area_sq_um 615600 \
    synth_area_per_cell_sq_um 17.19 \
    die_width_um 1112 \
    grt_max_degree 118 \
    ys_types 95 \
    yosys_area_sq_um 615600 \
    clockBufferDepth 6 \
    fp_util 0.5014 \
    synth-edff-count 16400 \
    ys_cells 35807 \
    ios 38 \
    hpwl_um 4912000 \
    yosysTopAreaCellShare 0.8000 \
    stop_stage "global routing (5_1_grt)" \
    overflow 260864 \
    numCtsBuffers 1717 \
    grt_pass1_vias 635866 \
    clock_sinks 16422 \
    grt_pass1_wl_um 8366000 \
    cts_setup_buffers 0 \
    port_buffers 37 \
    place_congestion 1.922 \
    placementRows 407 \
    tool.error "[ERROR GRT-0116] Global routing finished with congestion. Check the congestion regions in the DRC Viewer." \
    h-tree-depth 7 \
    synth_warnings 2 \
    syn_inst 35807 \
    synthArstFlopShare 0.001340 \
    ys_seq_share 0.8009 \
    cts-resized-gates 0 \
    dieHeight_um 1112 \
]
[synth_stat cells, types with 46 or more instances]
cell type / count
nand4_1: 2148
a221oi_1: 322
edfxtp_1: 16400
or4_1: 192
buf_2: 387
a2111oi_0: 131
buf_1: 408
o22a_1: 51
nand2_1: 830
o211ai_1: 61
o2111ai_1: 71
a211oi_1: 46
a222oi_1: 170
nand3_1: 846
a21oi_1: 366
o221ai_1: 49
a22oi_1: 5155
and4_1: 347
a31oi_1: 60
a221o_1: 47
nor2_1: 1393
a32oi_1: 346
o2bb2ai_1: 84
nor4_1: 470
a22o_1: 979
clkbuf_1: 1725
and3_1: 202
o32ai_1: 49
a2bb2oi_1: 58
o22ai_1: 391
nor3_1: 1050
o21ai_0: 191
[logic make-up after synthesis]
kind of cell    synth area share
compound gates            0.1109
xor+xnor               0.0005122
fa+ha+maj              0.0001829
buf+inv                  0.01693
flops                     0.8009
mux                    0.0008536
simple gates             0.06978
[layer usage]
layer	overflow	global-route usage
met1	84739	1.376
met2	124286	1.401
met3	30788	1.050
met4	18692	0.9272
met5	2359	0.9001
[per-stage QoR]
stage	total power, uW	cell area [sq um]	setup WS [ns]	cells	utilization
floorplan	12170	615600	52.76	35807	-
global placement	15550	690800	49.55	55967	0.5627
detailed placement	15560	691300	49.46	55998	0.5630
CTS	24630	745800	50.86	59042	0.6074
Power figures rest on the tool's default switching activity, not on a simulated workload.
